`./design.v`:
```
module add(
	output ov,
	output [63:0] C,
	input [63:0] A,
	input [63:0] B
);
	wire [63:0] P, G;
	wire [64:0] c;
	wire [63:0] pg;
	wire t1, t2;
	assign c[0] = 0;
	genvar i;
	generate
		for(i = 0; i < 64; i = i+1) begin
			xor(P[i], A[i], B[i]);
			and(G[i], A[i], B[i]);
			and(pg[i], P[i], c[i]);
			xor(C[i], P[i], c[i]);
			or(c[i+1], pg[i], G[i]);
		end
	endgenerate
	xnor(t1, A[63], B[63]);
	xor(t2, A[63], C[63]);
	and(ov, t1, t2);
endmodule
module alu(
	output reg [63:0] C,
	output zero,
	output reg ov,
	input [63:0] A,
	input [63:0] B,
	input [3:0] ALU_control
);
	wire [63:0] Cadd, Csub, Cor, Cand;
	wire ovadd, ovsub;
	add af(ovadd, Cadd, A, B);
	sub sf(ovsub, Csub, A, B);
	or64 of(Cor, A, B);
	and64 anf(Cand, A, B);
	always @(*) begin
		case(ALU_control)
			4'b0010: {C, ov} = {Cadd, ovadd};
			4'b0110: {C, ov} = {Csub, ovsub};
			4'b0001: C = Cor;
			4'b0000: C = Cand;
			default: C = 64'bx;
		endcase
	end
	assign zero = (C == 64'd0);
endmodule
module alucontrol(
	output reg [3:0] ALUControl,
	input [1:0] ALUOp,
	input [2:0] funct3,
	input funct7_5
);
	always @(*) begin
		case (ALUOp)
			2'b00:		ALUControl = 4'b0010;								 
			2'b01:		ALUControl = 4'b0110;								 
			2'b10:		begin												 
				case (funct3)
					3'b000:		ALUControl = funct7_5 ? 4'b0110 : 4'b0010;	 
					3'b110:		ALUControl = 4'b0001;						 
					3'b111:		ALUControl = 4'b0000;						 
					default:	ALUControl = 4'bxxxx;
				endcase
			end
			default:	ALUControl = 4'bxxxx;
		endcase
	end
endmodule
module and64(
	output [63:0] C,
	input [63:0] A,
	input [63:0] B
);
	genvar i;
	generate
		for(i = 0; i < 64; i = i+1) begin
			and(C[i], A[i], B[i]);
		end
	endgenerate
endmodule
module execute(
	output [63:0] pcOffe,
	output [63:0] ALUres,
	output zero,
	output ov,
	input [63:0] pcOut,
	input [63:0] rd1,
	input [63:0] rd2,
	input [63:0] imm,
	input aluSrc,
	input [1:0] aluOp,
	input funct7_5,
	input [2:0] funct3,
	input [1:0] forwardA,
	input [1:0] forwardB,
	input [63:0] em_aluRes,
	input [63:0] wb_rdOut
);
	wire [63:0] alu2;
	wire [3:0] ALUControl;
	wire carry;
	wire [63:0] alu_a;
	assign alu_a = (forwardA == 2'b10) ? em_aluRes :
                   (forwardA == 2'b01) ? wb_rdOut :
                   rd1;
    wire [63:0] forwarded_B;
    assign forwarded_B = (forwardB == 2'b10) ? em_aluRes :
                         (forwardB == 2'b01) ? wb_rdOut :
                         rd2;
	wire [63:0] alu_b;
	busmux m1(alu_b, imm, forwarded_B, aluSrc);
	alucontrol alc1(ALUControl, aluOp, funct3, funct7_5);
	alu alu1(ALUres, zero, ov, alu_a, alu_b, ALUControl);
	add a1(carry, pcOffe, pcOut, {imm[62:0], 1'b0});
endmodule
module busmux(
	output [63:0] Y,
	input [63:0] X1,
	input [63:0] X0,
	input S
);
	wire [63:0] ins0, ins1;
	wire Sbar;
	not(Sbar, S);
	genvar i;
	generate
	for(i = 0; i < 64; i = i+1) begin
		and(ins0[i], Sbar, X0[i]);
		and(ins1[i], S, X1[i]);
		or(Y[i], ins0[i], ins1[i]);
	end
	endgenerate
endmodule
module or64(
	output [63:0] C,
	input [63:0] A,
	input [63:0] B
);
	genvar i;
	generate
		for(i = 0; i < 64; i = i+1) begin
			or(C[i], A[i], B[i]);
		end
	endgenerate
endmodule
module sub(
	output ov,
	output [63:0] C,
	input [63:0] A,
	input [63:0] B
);
	wire [63:0] B_dash, B_complement;
	wire carry;
	genvar i;
	generate
		for(i = 0; i < 64; i = i+1) assign B_dash[i] = ~B[i];
	endgenerate
	add a1(carry, B_complement, B_dash, 64'b1);
	add a2(ov, C, A, B_complement);
endmodule
```
`./config.mk`:
```
export PLATFORM = sky130hd
export DESIGN_NAME = execute
export DESIGN_NICKNAME = execute
export VERILOG_FILES = /design/flow/design.v
export SDC_FILE = /design/flow/constraint.sdc
export NUM_CORES = 4
export LEC_CHECK = 1
export CORE_AREA = 10 10 263 263
export DIE_AREA = 0 0 273 273
```
`./run.sh`:
```
#!/bin/bash
# OpenROAD 26Q1-2900-gdf79404cd8, Yosys 0.63+post, stock flow scripts
make -C /OpenROAD-flow-scripts/flow DESIGN_CONFIG=/design/flow/config.mk WORK_HOME=/design/flow/orfs finish
```
`./constraint.sdc`:
```
current_design execute

set clk_period 99.0
set clk_io_pct 0.2

create_clock -name clk0 -period $clk_period

set non_clock_inputs [all_inputs -no_clocks]
set_input_delay [expr $clk_period * $clk_io_pct] -clock clk0 $non_clock_inputs
set_output_delay [expr $clk_period * $clk_io_pct] -clock clk0 [all_outputs]
```
==> run notes <==
The run finished with clean final reports. STA lists the maximum fanout along the critical path as 30. Post-route period utilization is reported as 70.8%.

In the final layout, the share of cells above drive strength 1 is 2.94%. The worst endpoint required time came out at 79.20 ns. The run gives 273 um for the width of the die. The count of nets left with antenna violations once routing finished came out at 0. The peak clock frequency supported by timing is 14.3 MHz. Yosys reports that the most numerous cell types are ha_1 (194), fa_1 (183), o21ai_0 (157). The first global-routing pass estimated 92.8 mm of wire. STA classifies the critical path endpoint as an output pin. fa_1 takes more of the synthesized area than any other cell. Post-CTS timing repair inserted 0 buffers for setup. The run gives 1 for the number of register pins that no clock reaches. Dividing the detail-routed wire length by the instance count gives 24.9 um. The number of gates resized after CTS was 0. Flip-flop and latch count after synthesis: 1. Setup repair after global routing left no endpoint under its margin. The run gives 0.59 ns for the maximum cell stage delay along the critical path. The leakage power figure is 7.23 nW, and the iteration-0 DRC count of the detailed router is 599. In this run, the clock network consumes 0% of the power. The internal power of the cells totals 69.2 uW. According to the hold report, the worst path is of the in -> out type. Relative to the synthesized area, the layout overhead comes to 54.4%. For the initial antenna violation count, the log shows 15.

According to the I/O placement log, the pin count is 525. Per the summary, power density relative to cell area is 7.77 mW/mm^2. The critical path's most frequent cell is fa_1.

With the die extent in y at 273 um, the post-synth tally of flip-flops with integrated enable is 0. The run gives 0.0632 mm^2 for the area of the core region. The die covers 0.0745 mm^2. The number of flip-flops under the largest register name was 1; the post-layout utilization of the core was 28.1%. The cell count after synthesis is 1339, and the part of the total power dissipated in sequential elements is 0.1%. The stage logs contain a warning count of 158.

The floorplan step records an initial core utilization of 18.2%. The ratio of routed vias to standard cells came out at 4.52. Yosys attributes the largest share of cell area to fa_1 (32%), ha_1 (21%), o22a_1 (9.8%), o21ai_0 (6.8%), inv_1 (4.5%).

The most frequent cell after synthesis was ha_1. The tools report the launching element type of the critical path as an input port. The detailed router reported a total wirelength of 66.1 mm. With the total routing usage reported by global routing at 17.5%, the DRC violation count after routing is 0. The run gives 99.9% for the portion of total power attributed to combinational logic. The wire-length estimate of the detail-placed layout is 56.9 mm. With the total global routing overflow at 0, the arrival time at the worst endpoint is 50.33 ns. The cell at the slowest stage of the critical path was clkdlybuf4s50_1. Summing every instance area after synthesis gives 0.0115 mm^2. The detailed-routing iteration count for the pre-antenna-repair pass was 5. Counting the fill cells in the layout gives 6537.

Endpoints failing hold in the final report were tallied at 0. With the standard-cell row count at 92, the final critical path time including I/O delays and setup is 70.13 ns. Entering global routing, the biggest net connects 50 pins. The report puts the hold buffer count at CTS at 0.

With the via count of the first global-routing pass at 13197, the slew at the pin with the worst max-slew slack is 0.888 ns. The commonest register cell is dlxtn_1.

The run gives 0 for the count of cells along the worst hold path. The share of synthesized area in the top cell type comes to 31.9%. The peak ir drop on the vdd network is 0.00000366 V, and the power spent charging and discharging nets is 68.7 uW.

Mean post-synth cell area: 8.58 um^2. In the final report, the number of endpoints failing setup comes to 0. The headroom to the max-slew limit is 40.2%.

The critical path in this run is classified as in -> out. The logs give 0 for the number of violations of the max-capacitance limit and 55 for the number of different library cells in the post-synthesis netlist. The final weighted congestion recorded by global placement is 0.896. The power report shows net switching accounting for 49.8% of the total. Across all layers, the routed design uses 11998 vias.

The chip area in the Yosys report is 0.0115 mm^2, and the number of max-slew violations in the final report is 0. The run gives 1339 for the cell total in the yosys stat output.

The count of endpoints without a timing constraint came out at 2. Summed over all failing endpoints, the final setup total negative slack is 0 ns. The count of warnings emitted by yosys is 2. The async set or reset register ratio after synthesis was 0%; the number of input and output port buffers inserted was 523.
-- path summary, 6_finish.rpt --
path / from / endpoint
setup / recovery: forwardA[0] / zero
hold / removal: pcOut[0] / pcOffe[0]
-- cell families (layout without fill, tap and decap cells) --
family                     count (synthesis)  count (layout)  share of synthesized area (%)
AOI/OAI and AO/OA                        496             496                           29.6
adders and majority gates                377             377                           53.0
buffers and inverters                    227             693                           7.62
and+or+nand+nor                          225             225                           8.43
xor gates and xnor gates                   8               8                          0.773
muxes                                      5               5                          0.457
latches                                    1               1                          0.131
other                                      0               2                              0
-- per-layer routing --
| metal | vias up | track usage (%) | share of wire [%] |
|---|---|---|---|
| li1 | 5598 | - | - |
| met1 | 5736 | 20.2 | 38 |
| met2 | 573 | 29.3 | 48 |
| met3 | 67 | 9.06 | 12 |
| met4 | 24 | 2.37 | 1.6 |
| met5 | - | 0.789 | 0.33 |
-- stage by stage --
stage | worst slack (ns) | total power, mW | cell area, um^2 | instances | hold slack [ns]
4_1_cts | 28.64 | 0.142 | 17700 | 2651 | 39.60
6_report | 28.87 | 0.138 | 17700 | 2653 | 39.60
2_1_floorplan | 31.59 | 0.0596 | 11500 | 1339 | 39.67
3_5_place_dp | 28.69 | 0.140 | 17700 | 2651 | 39.60
3_3_place_gp | 28.74 | 0.140 | 17700 | 2651 | 39.60
5_1_grt | 27.61 | 0.155 | 17700 | 2652 | 39.60
-- cell type report --
type	count	area, um^2	area share (%)
Multi-Input combinational cell	1111	10700	60.2
Timing Repair Buffer	554	5470	30.8
Tap cell	846	1060	5.97
Inverter	139	522	2.94
Sequential cell	1	15.0	0.0846
Antenna cell	2	5.00	0.0282
-- layout by cell type (no fill, tap or decap), types with 3 or more instances in the layout --
cell | Yosys | layout
a211oi_1 | 3 | 3
a21o_1 | 5 | 5
a21oi_1 | 52 | 51
a221o_1 | 3 | 3
a221oi_1 | 20 | 20
a22o_1 | 4 | 4
a2bb2oi_1 | 15 | 15
a31oi_1 | 17 | 17
and3_1 | 3 | 3
buf_4 | 3 | 32
clkdlybuf4s50_1 | 0 | 522
fa_1 | 183 | 183
ha_1 | 194 | 194
inv_1 | 139 | 139
mux2i_1 | 3 | 3
nand2_1 | 92 | 89
nand2b_1 | 8 | 4
nand2b_4 | 0 | 4
nand3_1 | 4 | 4
nor2_1 | 89 | 87
nor3_1 | 3 | 3
nor4_1 | 11 | 11
o21a_1 | 66 | 66
o21ai_0 | 157 | 157
o21ai_1 | 10 | 10
o22a_1 | 129 | 129
o2bb2ai_1 | 3 | 3
xnor2_1 | 6 | 6
-- power groups by stage --
| stage | clock network, mW | logic (mW) | registers (mW) |
|---|---|---|---|
| CTS | 0 | 0.141 | 0.0000995 |
| global route | 0.00000000136 | 0.155 | 0.000104 |
| finish | 0.00000000272 | 0.138 | 0.0000998 |
-- critical path: cells and delay by family --
| family | cells | cell delay, ns |
|---|---|---|
| buf+inv | 3 | 1.26 |
| fa+ha+maj | 62 | 26.46 |
| simple gates | 6 | 1.99 |
| compound gates | 4 | 0.75 |
Power figures rest on the tool's default switching activity, not on a simulated workload.
