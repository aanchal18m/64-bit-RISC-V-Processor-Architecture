**./design.v**
```verilog
module control(
	output branch, 
	output memRead, 
	output memToReg, 
	output [1:0] aluOp, 
	output memWrite, 
	output aluSrc, 
	output regWrite, 
	input [6:0] opcode
);
reg [7:0] ctrls;  
always @(*) begin
	case (opcode)
		7'b0000011:	ctrls = 8'b0_1_1_00_0_1_1;	 
		7'b0100011:	ctrls = 8'b0_0_0_00_1_1_0;	 
		7'b0110011:	ctrls = 8'b0_0_0_10_0_0_1;	 
		7'b1100011:	ctrls = 8'b1_0_x_01_0_0_0;	 
		default:	ctrls = 8'b0_0_0_00_0_0_0;
	endcase
end
assign {branch, memRead, memToReg, aluOp, memWrite, aluSrc, regWrite} = ctrls;
endmodule
module decode(
	output regWrite,
	output memToReg,
	output branch,
	output memRead,
	output memWrite,
	output aluSrc,
	output [1:0] aluOp,
	output [63:0] rd1,
	output [63:0] rd2,
	output [63:0] imm,
	output funct7_5,
	output [2:0] funct3,
	output [4:0] wa,
	input regWrite_d,
	input [31:0] ix,
	input [4:0] wa_d,
	input [63:0] wd_d,
	input rst, input clk
);
	control c1(branch, memRead, memToReg, aluOp, memWrite, aluSrc, regWrite, ix[6:0]);
	regfile rgf1(rd1, rd2, ix[19:15], ix[24:20], wa_d, wd_d, regWrite_d, rst, clk);
	immgen im1(imm, ix);
	assign funct7_5 = ix[30];
	assign funct3 = ix[14:12];
	assign wa = ix[11:7];
endmodule
module immgen(
	output reg [63:0] imm,
	input [31:0] ix
);
	reg [11:0] imm12;
	always @(*) begin
		case (ix[6:0])
			7'b0000011:	imm12 <= ix[31:20];								 
			7'b0100011:	imm12 <= {ix[31:25], ix[11:7]};					 
			7'b1100011:	imm12 <= {ix[31], ix[7], ix[30:25], ix[11:8]};	 
			default:	imm12 <= 12'b0;									 
		endcase
	end
	always @(*) begin
		imm <= {{52{imm12[11]}}, imm12};
	end
endmodule
module regfile(
	output reg [63:0] rd1,
	output reg [63:0] rd2,
	input [4:0] ra1,
	input [4:0] ra2,
	input [4:0] wa,
	input [63:0] wd,
	input regWrite,
	input rst, input clk
);
	reg [63:0] regarr [31:0];
	always @(posedge clk) begin
		if(rst) begin
			rd1 <= 64'd0;
			rd2 <= 64'd0;
			regarr[0] = 0;
			regarr[2] = 16;
			regarr[3] = 3;
		end else if(regWrite && wa) regarr[wa] <= wd;
	end
	always @(*) begin
		rd1 = regarr[ra1];
		rd2 = regarr[ra2];
	end
endmodule
```
**./config.mk**
```make
export PLATFORM = sky130hd
export DESIGN_NAME = decode
export DESIGN_NICKNAME = decode
export VERILOG_FILES = /design/flow/design.v
export SDC_FILE = /design/flow/constraint.sdc
export NUM_CORES = 4
export LEC_CHECK = 1
export CORE_AREA = 10 10 128 128
export DIE_AREA = 0 0 138 138
```
**./run.sh**
```bash
#!/bin/bash
# OpenROAD 26Q1-2900-gdf79404cd8, Yosys 0.63+post, stock flow scripts
make -C /OpenROAD-flow-scripts/flow DESIGN_CONFIG=/design/flow/config.mk WORK_HOME=/design/flow/orfs finish
```
**./constraint.sdc**
```tcl
current_design decode

set clk_period 4.3
set clk_io_pct 0.2

create_clock -name clk0 -period $clk_period [get_ports {clk}]

set non_clock_inputs [all_inputs -no_clocks]
set_input_delay [expr $clk_period * $clk_io_pct] -clock clk0 $non_clock_inputs
set_output_delay [expr $clk_period * $clk_io_pct] -clock clk0 [all_outputs]
```
==> flow_summary.json <==
{
  "status": "finished clean",
  "fp.dieW_um": 138,
  "slew_viol_final": 0,
  "dpl_cell_area_sq_um": 2060,
  "drc": 0,
  "finalClockPeriodUsage_pct": 88.8,
  "seq_cells": 0,
  "finalHoldViolCount": 0,
  "rsz0062_at_grt": "no",
  "critPathArrivalTime_ns": 2.96,
  "tns_ns": 0,
  "max_stage_delay_ns": 0.70,
  "dp.final_hpwl_mm": 5.00,
  "crit_slowest_cell": "or4_4",
  "clock_buffers": 0,
  "final_util_pct": 15.0,
  "drt_first_pass_iters": 4,
  "min_delay_path_depth": 0,
  "topCellsByArea": "buf_4 81%, a22oi_1 2.5%, mux2_2 1.9%",
  "path_common_cell": "clkdlybuf4s50_1",
  "yosys.area.top_type_share_pct": 80.9,
  "grt_max_degree": 29,
  "core_area_sq_um": 13800,
  "period_minus_slack_ns": 3.82,
  "p_per_area_nw_per_um2": 35.9,
  "cp_cell_sequence": "clkdlybuf4s50_1 > or4_4 > nor2_4 > buf_4 > clkdlybuf4s50_1",
  "areaGrowthSynthToFinish_pct": 16.2,
  "seq_area_frac_synth_pct": 0,
  "fp.dieH_um": 138,
  "drive_above_1_share_pct": 5.34,
  "synth_chip_area_sq_um": 1770,
  "regArea_sq_um": 0,
  "drt_iter0_markers": 18,
  "antenna_left": 0,
  "grt_overflow": 0,
  "fp_util_pct": 12.9,
  "ir_drop_mv": 0.0164,
  "required_ns": 3.44,
  "synth_cell_types": 27,
  "cts_resized": 0,
  "ys_warn_count": 259,
  "synth_area_sq_um": 1770,
  "critPathCaptureType": "primary output",
  "p_leak_nw": 0.892,
  "worstSetupPathType": "in -> out",
  "hold_path.class": "in -> out",
  "crit_path_start_kind": "input pin",
  "drv_cap": 0,
  "postSynthAreaPerCell_sq_um": 7.24,
  "fmax_ghz": 0.262,
  "chipArea_sq_um": 19000,
  "syn_inst": 245,
  "grt_pass1_wl_mm": 7.66,
  "hold_buffers": 0,
  "io_buffers": 102,
  "wirelength_mm": 5.62,
  "setup_violations": 0,
  "vias_per_cell": 2.40,
  "cts_setup_buffers": 0,
  "via_count": 1108,
  "drt-wirelength-per-cell_um": 12.2,
  "ys_cells": 245,
  "cp_max_fo": 28,
  "std_cell_rows": 43,
  "antenna_found_initial": 0,
  "place_congestion": 0.659,
  "warnings": 104,
  "fin_area_sq_um": 2060,
  "io_pins": 313,
  "antenna_cells": 0,
  "largest_area_cell": "buf_4",
  "power.total_w": 0.0000739,
  "grt_pass1_vias": 1289,
  "grt.total_usage_pct": 4.95
}
-- layout make-up --
| type | instances | area [sq um] |
|---|---|---|
| timing repair buffer | 107 | 1060 |
| fill | 1626 | 11700 |
| inverter | 1 | 3.75 |
| tap | 180 | 225 |
| multi-input combinational | 173 | 772 |
-- critical path: cells and delay by family --
family        cells  cell delay [ns]
buf+inv           3             1.23
simple gates      2             0.86
-- worst paths after layout --
| path | from | endpoint | slack, ns |
|---|---|---|---|
| max | ix[4] | imm[29] | 0.48 |
| min | ix[12] | funct3[0] | 1.72 |
-- cell usage in the layout, fill, tap and decap left out, drive strengths merged, types with 2 or more instances in the layout --
master,count
conb,128
nand2,6
clkdlybuf4s50,102
buf,5
nand3,3
a22oi,6
nor2,9
a211oi,2
a21oi,5
or4,2
mux2,3
-- cell usage after synthesis (all sizes together) --
master	instances
conb	1
buf	195
clkbuf	3
inv	1
nor3b	1
nor3	1
o21ai	1
nand3	3
nand2	6
a22oi	6
and2	1
nand2b	1
a311oi	1
and2b	1
or2	1
a211oi	2
or4	2
mux2	3
nor2b	1
a21oi	5
nor2	9
-- stage by stage --
| stage | hold WS (ns) | std cells | setup slack (ns) |
|---|---|---|---|
| 2_1_floorplan | 1.79 | 372 | 0.528 |
| 3_3_place_gp | 1.72 | 461 | 0.445 |
| 3_5_place_dp | 1.72 | 461 | 0.435 |
| 4_1_cts | 1.72 | 461 | 0.449 |
| 5_1_grt | 1.72 | 461 | 0.368 |
| 6_report | 1.72 | 461 | 0.480 |
-- metal layers --
metal | up-vias | part of all wire (%) | global-route usage [%]
met3 | 0 | 6.8 | 1.11
met5 | - | 0 | 0
li1 | 521 | - | -
met4 | 0 | 0 | 0
met1 | 475 | 41 | 5.86
met2 | 112 | 52 | 9.34
-- cells by family after synthesis --
kind of cell / after synthesis / synth area share, %
buffers and inverters: 199 / 83.8
and+or+nand+nor: 27 / 7.76
AOI/OAI and AO/OA: 15 / 6.35
muxes: 3 / 1.91
other: 1 / 0.212
-- where the power goes --
part | switching [W] | leakage, nW | internal [W] | total, W
registers | 0 | 0 | 0 | 0
logic | 0.0000322 | 0.892 | 0.0000416 | 0.0000739
clock network | 0 | 0 | 0 | 0
total | 0.0000322 | 0.892 | 0.0000416 | 0.0000739
Power and IR drop assume default switching activity.
