==> flow/design.v <==
module dec_exec(
	output reg regWritereg,
	output reg memToRegreg,
	output reg branchreg,
	output reg memReadreg,
	output reg memWritereg,
	output reg aluSrcreg,
	output reg [1:0] aluOpreg,
	output reg [63:0] pcOutreg,
	output reg [63:0] rd1reg,
	output reg [63:0] rd2reg,
	output reg [63:0] immreg,
	output reg funct7_5reg,
	output reg [2:0] funct3reg,
	output reg [4:0] wareg,
	output reg [4:0] ra1reg,
	output reg [4:0] ra2reg,
	input regWrite,
	input memToReg,
	input branch,
	input memRead,
	input memWrite,
	input aluSrc,
	input [1:0] aluOp,
	input [63:0] pcOut,
	input [63:0] rd1,
	input [63:0] rd2,
	input [63:0] imm,
	input funct7_5,
	input [2:0] funct3,
	input [4:0] wa,
	input [4:0] ra1,
	input [4:0] ra2,
	input stall,
	input rst, input clk
);
	always @(posedge clk) begin
		if(rst || stall) begin
			regWritereg <= 0;
			memToRegreg <= 0;
			branchreg <= 0;
			memReadreg <= 0;
			memWritereg <= 0;
			aluSrcreg <= 0;
			aluOpreg <= 2'd0;
			pcOutreg <= 64'd0;
			rd1reg <= 64'd0;
			rd2reg <= 64'd0;
			immreg <= 64'd0;
			funct7_5reg <= 0;
			funct3reg <= 3'd0;
			wareg <= 5'd0;
			ra1reg <= 5'd0;
			ra2reg <= 5'd0;
		end else if(!stall) begin
			regWritereg <= regWrite;
			memToRegreg <= memToReg;
			branchreg <= branch;
			memReadreg <= memRead;
			memWritereg <= memWrite;
			aluSrcreg <= aluSrc;
			aluOpreg <= aluOp;
			pcOutreg <= pcOut;
			rd1reg <= rd1;
			rd2reg <= rd2;
			immreg <= imm;
			funct7_5reg <= funct7_5;
			funct3reg <= funct3;
			wareg <= wa;
			ra1reg <= ra1;
			ra2reg <= ra2;
		end
	end
endmodule
==> flow/run.sh <==
#!/bin/bash
# OpenROAD 26Q1-2900-gdf79404cd8, Yosys 0.63+post, stock flow scripts
make -C /OpenROAD-flow-scripts/flow DESIGN_CONFIG=/design/flow/config.mk WORK_HOME=/design/flow/orfs finish
==> flow/config.mk <==
export PLATFORM = sky130hd
export DESIGN_NAME = dec_exec
export DESIGN_NICKNAME = dec_exec
export VERILOG_FILES = /design/flow/design.v
export SDC_FILE = /design/flow/constraint.sdc
export NUM_CORES = 4
export LEC_CHECK = 1
export CORE_AREA = 10 10 252 252
export DIE_AREA = 0 0 262 262
==> flow/constraint.sdc <==
current_design dec_exec

set clk_period 1.0
set clk_io_pct 0.2

create_clock -name clk0 -period $clk_period [get_ports {clk}]

set non_clock_inputs [all_inputs -no_clocks]
set_input_delay [expr $clk_period * $clk_io_pct] -clock clk0 $non_clock_inputs
set_output_delay [expr $clk_period * $clk_io_pct] -clock clk0 [all_outputs]
==> job_summary.md <==
### Flow metrics

| Metric | Value |
|---|---|
| Final worst slack | `-0.301 ns` |
| YS warnings | `1` |
| Vias in the first global route | `7,651` |
| Chip area line of the yosys report | `0.00839 mm²` |
| DP HPWL | `29,900 µm` |
| Cell area after synthesis | `0.00839 mm²` |
| Worst Hold Class | `in -> reg` |
| Arr. time, crit path | `1.10 ns` |
| Drc violations | `0` |
| Root buf cell | `clkbuf_16` |
| Adder-cell area share of the yosys netlist | `0%` |
| Die W | `262 µm` |
| Clock share of power | `42.9%` |
| Slowest stage cell, crit path | `dfxtp_4` |
| Largest net degree at the start of global routing | `46` |
| Via count | `7,171` |
| Top logic family | `simple AND/OR/NAND/NOR gates` |
| Yosys xor share | `0%` |
| Buffers & Inverters on Critical Path | `1` |
| Core area | `0.0578 mm²` |
| Maxcap violations | `0` |
| Synth Seq Share | `67.5%` |
| Startpoint types | `flip-flop` |
| Fin Hold WS | `0.0511 ns` |
| WHS Path Cells | `3` |
| Slew Viols, Final | `0` |
| Largest fanout on the critical path | `1` |
| CP Capture Type | `output pin` |
| Synth Area in Compound Gates | `0%` |
| RSZ-0062 raised after global routing | `true` |
| CP max stage delay | `0.41 ns` |
| Initial antenna violation count | `4` |
| Final Power | `0.0255 W` |
| Synth-to-Final Area Change | `80.9%` |
| Share of layout cells above drive strength 1 | `39.4%` |
| NetSw | `0.00567 W` |
| Slew HR | `70.3%` |
| Routability Congestion | `0.866` |
| Reg power frac | `46.5%` |
| Cell count in the Yosys report | `628` |
| Io pins | `569` |
| Postcts setup bufs | `0` |
| Comb pwr share | `10.6%` |
| OpenROAD warning count | `27` |
| Clock slew at reported path FFs | `0.06 ns` |
| Clk sinks | `283` |
| Die height | `262 µm` |
| Max Clk Rate | `769 MHz` |
| Routed WL | `37,700 µm` |
| Full die area | `0.0686 mm²` |
| Violated checks | `negative setup slack` |
| WS Path Type | `reg -> out` |
| Synthesized instance count | `628` |
| ANT nets after route | `0` |
| GRT Overall Usage | `10.3%` |
| Drt first pass iters | `4` |
| CTS tree | `built` |
| Maximum clock path buffer count | `3` |
| PwrDens | `1680 mW/mm²` |
| Static leakage | `6.33 nW` |
| First-pass GRT wire length | `51,900 µm` |
| Worst path depth | `1` |
| Max IR drop VDD | `1.50 mV` |
| H-tree lvl count | `1` |
| Initial drt markers | `238` |
| Final hold violations | `0` |
| Cell Type Count | `6` |
| GRT Residual Overflow | `0` |
| Row cnt | `88` |
| Vias per cell | `3.49` |
| FP Util | `14.5%` |
| Dominant cell area share | `67.5%` |
| Biggest area cells | `dfxtp_1 (67%), nor3b_1 (25%), buf_6 (6.3%)` |
| Pint | `0.0199 W` |
| Mux cell area share after synthesis | `0%` |
| Status | `finished with violations` |
| CTS buffer count | `30` |
| Final core occ | `26.3%` |
| # port buffers | `568` |
| Post-synth regs | `283` |
| Yosys simple share | `25.3%` |
| Syn Area/Cell | `13.4 µm²` |
| Critical Path RT | `0.80 ns` |
| CP cell instances | `buf_6` |
| Tcrit/Tclk final | `130%` |
| Worst Max-Slew Pin Slew | `0.444 ns` |
| Tmin final | `1.30 ns` |
| Post-synth top area cell | `dfxtp_1` |
| Switching share of power | `22.2%` |
| Top Layout Cells | `nor3b_1 (283), clkdlybuf4s50_1 (283), buf_2 (253), dfxtp_1 (206), buf_4 (86)` |
| Fill count | `6,054` |
| Setup-failing EPs final | `283` |
| DR WL/cell | `18.4 µm` |
| CP delay by family, top | `flip-flops` |
[layer usage]
layer  global-route usage (%)  share of wire [%]  vias up  routed length (µm)
met4                     1.77                1.9        4                 726
li1                         -                  -     3412                   -
met3                     5.71                 15       37                5510
met5                        0              0.082        -                  31
met1                     11.9                 38     3296               14200
met2                     16.7                 46      422               17200
[flip-flops by register name (all words and copies together), names as in the netlist]
name and cells:
ra1reg 5, memToRegreg 1, immreg 64, aluOpreg 2, pcOutreg 64, ra2reg 5, memReadreg 1, aluSrcreg 1
branchreg 1, wareg 5, regWritereg 1, memWritereg 1, funct7_5reg 1, rd1reg 64, funct3reg 3, rd2reg 64
[Yosys cell counts]
cell	count
buf_4	1
buf_2	12
nor3b_1	283
clkbuf_1	2
dfxtp_1	283
buf_6	47
[stage by stage]
stage	instances	setup WS (ns)	setup TNS [ns]	instance area (µm²)
detailed placement	1995	-0.330	-7.19	15300
floorplan	628	0.259	0	8390
global placement	1995	-0.368	-7.57	15300
CTS	2050	-0.362	-66.80	15100
global route	2050	-0.350	-67.60	15200
finish	2052	-0.301	-51.05	15200
[path summary, 6_finish.rpt]
check | start | end
hold / removal | rst | pcOutreg[22]
setup / recovery | rd1reg[59] | rd1reg[59]
[layout make-up]
type,count,area (µm²),area share (%)
Tap cell,765,957,6.30
Multi-Input combinational cell,283,2120,14.0
Antenna cell,2,5.00,0.0330
Clock buffer,42,867,5.71
Timing Repair Buffer,665,5320,35.1
Sequential cell,283,5800,38.2
Clock inverter,12,104,0.684
[cells by family after synthesis]
logic type             after synthesis
DFF                                283
buffers and inverters               62
and+or+nand+nor                    283
[power by group through the flow]
stage	Clock (W)	Sequential (W)	Combinational, W
after CTS	0.0114	0.0119	0.00275
final	0.0109	0.0119	0.00271
after global routing	0.0118	0.0119	0.00295
[worst min-delay path, stage by stage]
cell,delay [ns]
buf_8,0.10
buf_12,0.19
nor3b_1,0.07
[timing repair]
action	CTS	global route
hold buffers	1	0
hold endpoints to repair	1	0
endpoints found under the setup margin	283	283
gates resized	1050	30
pin swaps	0	0
Power figures rest on the tool's default switching activity, not on a simulated workload.
